### flow/config.mk
export PLATFORM = sky130hd
export DESIGN_NAME = tpumac
export DESIGN_NICKNAME = tpumac
export VERILOG_FILES = /design/flow/design.v
export SDC_FILE = /design/flow/constraint.sdc
export NUM_CORES = 4
export LEC_CHECK = 1
export CORE_UTILIZATION = 50
### flow/constraint.sdc
current_design tpumac

set clk_period 6.8
set clk_io_pct 0.2

create_clock -name clk0 -period $clk_period [get_ports {clk}]

set non_clock_inputs [all_inputs -no_clocks]
set_input_delay [expr $clk_period * $clk_io_pct] -clock clk0 $non_clock_inputs
set_output_delay [expr $clk_period * $clk_io_pct] -clock clk0 [all_outputs]
### flow/design.v
module tpumac
 #(parameter BITS_AB=8,
   parameter BITS_C=16)
  (
   input clk, rst_n, WrEn, en,
   input signed [BITS_AB-1:0] Ain,
   input signed [BITS_AB-1:0] Bin,
   input signed [BITS_C-1:0] Cin,
   output reg signed [BITS_AB-1:0] Aout,
   output reg signed [BITS_AB-1:0] Bout,
   output reg signed [BITS_C-1:0] Cout
  );
  reg signed [BITS_C-1:0] Mult;
  reg [BITS_C-1:0] Adder, CMux;
  assign Mult = Ain * Bin;
  assign Adder = Mult + Cout;
  assign CMux = WrEn ? Cin : Adder;
  always@(posedge clk, negedge rst_n) begin
	if (!rst_n) begin
		Aout <= '0;
		Bout <= '0;
		Cout <= '0;
	end
	else if (en) begin
		Aout <= Ain;
		Bout <= Bin;
		Cout <= CMux;
	end
  end
endmodule
### flow/run.sh
#!/bin/bash
# OpenROAD 26Q1-2900-gdf79404cd8, Yosys 0.63+post, stock flow scripts
make -C /OpenROAD-flow-scripts/flow DESIGN_CONFIG=/design/flow/config.mk WORK_HOME=/design/flow/orfs finish
==> PnR_summary.wiki <==
== Metrics ==
{| class="wikitable"
! Metric !! Value
|-
| Top cell area share || ~34%
|-
| Largest driver fanout on the critical path || 9
|-
| Final Max-Slew Violation Tally || 0
|-
| Most common cell on crit path || sky130_fd_sc_hd__fa_1
|-
| Leading post-synthesis cells by cell area || sky130_fd_sc_hd__fa_1 34%, sky130_fd_sc_hd__dfrtp_1 19%, sky130_fd_sc_hd__ha_1 11%
|-
| Maximum clock path buffer count || 2
|-
| Hold/Removal Path Class || register to register
|-
| Leak Pwr || between 0.002 and 0.0025 uW
|-
| Area share of and/or/nand/nor cells after synthesis || ~11%
|-
| Antenna violations before repair || 0
|-
| I/O pins || 68
|-
| Count of input and output buffers || 67
|-
| Number of sinks on the clock net || 32
|-
| Element type at the critical path end || register
|-
| Diodes inserted || 0
|-
| Initial drt markers || about 55
|-
| Relative max-transition margin || between 60 and 70%
|-
| Worst path slowest cell || sky130_fd_sc_hd__clkdlybuf4s50_1
|-
| Iteration count of the initial detailed-routing pass || 4
|-
| Routed Antenna Nets || 0
|-
| Top cells excl fill/tap || 74 x sky130_fd_sc_hd__inv_1, 71 x sky130_fd_sc_hd__fa_1, 66 x sky130_fd_sc_hd__clkdlybuf4s50_1
|-
| Mean area per synthesized cell || a little over 10 sq um
|-
| Number of instances in the synthesized netlist || roughly 410
|-
| Synth-to-Final Area Change || 20.8%
|-
| Vias after detailed routing || 2935
|-
| Critical path cell sequence || clkdlybuf4s50_1, and2_1, fa_1, fa_1, fa_1, fa_1, ha_1, ha_1, a21o_1, a21oi_1, o211ai_2, a31oi_1, xnor2_1, o221a_1
|-
| Total number of yosys warnings || 4
|-
| Commonest non-fill, non-tap cell in the layout || sky130_fd_sc_hd__inv_1
|-
| Layout cell share with drive strength beyond 1 || 6.54%
|-
| Final-report hold violation count || 0
|-
| Synthesized-area fraction occupied by xor and xnor cells || under 10%
|-
| Die X-Extent || between 90 and 100 um
|-
| Outcome || finished clean
|-
| Gates resized, CTS repair || 0
|-
| Type of origin of the critical path || input pin
|-
| RSZ-0062 raised after global routing || false
|-
| Cell area after synthesis || approximately 4200 sq um
|-
| Portion of the clock cycle consumed by the worst path in the final layout || ~90%
|-
| Number of distinct standard cells referenced by the synthesized netlist || 33
|-
| Ao+oa area frac || 6.58%
|-
| Top cell type by total area after synthesis || sky130_fd_sc_hd__fa_1
|-
| Placed cell areas || 4960 sq um
|-
| Cts bufs inserted || 5
|-
| Sum of net half-perimeters after detailed placement || roughly 6500 um
|-
| Global-route wire length before repair || between 10000 and 15000 um
|-
| Kind of cell adding the most delay to the critical path || adder cells
|-
| Core utilization of the finished layout || a little under two thirds
|-
| Die Area || approximately 8700 sq um
|-
| Adder Area Share || between 40 and 50%
|-
| Category of the most critical setup path || input pin to register
|-
| Setup skew after layout || around 0.0050 ns
|-
| Worst Path Required || roughly 7.0 ns
|-
| Number of global-route vias before repair || 3022
|-
| GRT overflow || 0
|-
| Max incr delay on CP || around 0.67 ns
|-
| Routed Wire Length || about 8000 um
|-
| RD Place Congestion || 0.857
|-
| Highest clock frequency the design can meet || around 0.17 GHz
|-
| Actual slew at the worst max-slew pin || 0.547 ns
|-
| Area of all placed cells without fillers || between 5000 and 6000 sq um
|-
| FP Rows || 32
|-
| Count of instantiated cells in the yosys netlist || roughly 400
|-
| Clock transition time at the flip-flop clock pins of the worst setup and hold paths || 0.08 ns
|-
| Floorplan core area || around 7900 sq um
|-
| Post-synth mux share || a little over 6%
|-
| Endpoints failing setup || 0
|-
| Period minus WS final || around 6.0 ns
|-
| Number of buffers and inverters on the critical path || 1
|-
| CTS H-tree depth || 2
|-
| Routed wirelength normalized by instance count || ~14 um
|-
| Sequential cell area fraction in the yosys report || a little under a fifth
|-
| Fill cell instance count of the final layout || 668
|-
| Post-CTS Repair Setup Buffers || 0
|-
| Hold Buf Count CTS || 0
|-
| Worst hold slack || roughly 0.5 ns
|-
| Total tool warning count || 27
|-
| Worst Path Arrival || slightly above 6 ns
|-
| Total GRT Usage || 22.6%
|-
| Power Density || 569 nW/um^2
|-
| TNS Setup || 0 ns
|-
| Starting utilization of the core area || between 50 and 60%
|-
| Root Buffer || sky130_fd_sc_hd__clkbuf_8
|-
| Placed cells || 568
|-
| Largest non-sequential cell family by area || adder cells
|-
| Ratio of routed vias to standard cells || 5.10
|-
| Clk latency of the worst-skew pair || 0.29 ns
|-
| Chip height || 93.5 um
|-
| Max-Cap Viols || 0
|-
| FF+latch count, synth || 32
|-
| CTS tree || built
|-
| Largest net degree at the start of global routing || ~52
|-
| Max rail drop VDD || 0.670 mV
|-
| DRC violation count after routing || 0
|-
| Final Instance Count excl. Fillers || between 500 and 600
|-
| Post-synth area from yosys stat || between 4000 and 5000 sq um
|}
kinds of logic (layout without fill, tap and decap cells):
family / Yosys count / count (layout)
buf+inv: 86 / 154
compound gates: 43 / 43
simple gates: 94 / 94
fa+ha+maj: 108 / 108
xor+xnor: 19 / 19
mux: 24 / 24
flops: 32 / 32
stage by stage:
step           total power, uW  worst slack (ns)
6_report                  2870             0.819
5_1_grt                   3260             0.530
4_1_cts                   2920             0.808
3_5_place_dp              2740             0.531
3_3_place_gp              2720             0.507
2_1_floorplan             2180             0.923
layer usage:
| metal | track usage [%] | vias up | wire length (um) |
|---|---|---|---|
| li1 | - | 1408 | - |
| met1 | 34.9 | 1464 | 3500 |
| met2 | 37.5 | 55 | 4210 |
| met3 | 2.98 | 8 | 310 |
| met4 | 2.95 | 0 | 124 |
| met5 | 0 | - | 0 |
final timing paths:
| path | start | endpoint | slack, ns | cells after the start |
|---|---|---|---|---|
| max | Bin[1] | Cout[14]$_DFFE_PN0P_ | 0.82 | 14 |
| min | Bout[3]$_DFFE_PN0P_ | Bout[3]$_DFFE_PN0P_ | 0.51 | 1 |
| max reg2reg | Cout[4]$_DFFE_PN0P_ | Cout[10]$_DFFE_PN0P_ | 2.24 | 17 |
| min reg2reg | Bout[3]$_DFFE_PN0P_ | Bout[3]$_DFFE_PN0P_ | 0.51 | 1 |
| max in group asynchronous | rst_n | Bout[7]$_DFFE_PN0P_ | 5.01 | 2 |
| min in group asynchronous | rst_n | Cout[8]$_DFFE_PN0P_ | 1.49 | 2 |
synthesized netlist by cell type:
cell                       instances
sky130_fd_sc_hd__nand4_1           2
sky130_fd_sc_hd__o21ai_0           6
sky130_fd_sc_hd__a31oi_1           2
sky130_fd_sc_hd__a211oi_1          2
sky130_fd_sc_hd__a21oi_2           1
sky130_fd_sc_hd__nor2_1           21
sky130_fd_sc_hd__clkinv_1          1
sky130_fd_sc_hd__buf_1             4
sky130_fd_sc_hd__nand2b_1          4
sky130_fd_sc_hd__dfrtp_1          32
sky130_fd_sc_hd__mux2_2           16
sky130_fd_sc_hd__nor3_1            1
sky130_fd_sc_hd__o221a_1           1
sky130_fd_sc_hd__mux2i_1           8
sky130_fd_sc_hd__ha_1             37
sky130_fd_sc_hd__o221ai_1          2
sky130_fd_sc_hd__o21bai_1          3
sky130_fd_sc_hd__a21o_1            5
sky130_fd_sc_hd__o211ai_1          3
sky130_fd_sc_hd__xor2_1            1
sky130_fd_sc_hd__nand3b_1          1
sky130_fd_sc_hd__o211ai_2          1
sky130_fd_sc_hd__xnor2_1          18
sky130_fd_sc_hd__clkbuf_1          7
sky130_fd_sc_hd__and2_1           32
sky130_fd_sc_hd__and4b_1           1
sky130_fd_sc_hd__nor4b_1           1
sky130_fd_sc_hd__inv_1            74
sky130_fd_sc_hd__nand2_1          26
sky130_fd_sc_hd__fa_1             71
sky130_fd_sc_hd__or3_1             2
sky130_fd_sc_hd__nand3_1           3
sky130_fd_sc_hd__a21oi_1          17
power breakdown:
group / total (uW) / internal [uW] / switching [uW]
Sequential: 302 / 248 / 53.3
Combinational: 2420 / 1180 / 1240
Clock: 155 / 71.5 / 83.7
state kept, by name, indices dropped and copies added (netlist names):
register  cells
Bout          8
Cout         16
Aout          8
area by class of cell:
class                           instances  area (sq um)  area share [%]
Timing Repair Buffer                   71           696            13.8
Tap cell                              102           128            2.53
Inverter                               75           282            5.57
Clock buffer                            5          68.8            1.36
Sequential cell                        32           801            15.8
Multi-Input combinational cell        288          3060            60.5
Clock inverter                          3          18.8           0.371
No activity file was given, so power comes from the tool's default toggle rates.
