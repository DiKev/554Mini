## flow/design.v

```verilog
module fifo
  #(
  parameter DEPTH=8,
  parameter BITS=64
  )
  (
  input clk,rst_n,en,
  input [BITS-1:0] d,
  output [BITS-1:0] q
  );
  logic [BITS-1:0] buffer[DEPTH-1:0];
  assign q = buffer[DEPTH-1];
  integer i;
  always_ff @(posedge clk, negedge rst_n)
    if (!rst_n) begin
      for (i=0; i<DEPTH; i=i+1) buffer[i] <= '0;
    end
    else if (en) begin
      for (i=DEPTH-1; i>0; i=i-1) buffer[i] <= buffer[i-1];
      buffer[0] <= d;
    end
endmodule  
```

## flow/config.mk

```make
export PLATFORM = sky130hd
export DESIGN_NAME = fifo
export DESIGN_NICKNAME = fifo
export VERILOG_FILES = /design/flow/design.v
export SDC_FILE = /design/flow/constraint.sdc
export NUM_CORES = 4
export LEC_CHECK = 1
export CORE_UTILIZATION = 50
```

## flow/run.sh

```bash
#!/bin/bash
# OpenROAD 26Q1-2900-gdf79404cd8, Yosys 0.63+post, stock flow scripts
make -C /OpenROAD-flow-scripts/flow DESIGN_CONFIG=/design/flow/config.mk WORK_HOME=/design/flow/orfs finish
```

## flow/constraint.sdc

```tcl
current_design fifo

set clk_period 1.0
set clk_io_pct 0.2

create_clock -name clk0 -period $clk_period [get_ports {clk}]

set non_clock_inputs [all_inputs -no_clocks]
set_input_delay [expr $clk_period * $clk_io_pct] -clock clk0 $non_clock_inputs
set_output_delay [expr $clk_period * $clk_io_pct] -clock clk0 [all_outputs]
```

==> impl_metrics.xml <==
<?xml version="1.0" encoding="UTF-8"?>
<metrics>
  <group name="outcome">
    <metric name="outcome" unit="">finished, violations left</metric>
    <metric name="failing_checks" unit="">setup timing</metric>
  </group>
  <group name="final_layout">
    <metric name="final_cell_mix" unit="">512 x sky130_fd_sc_hd__dfrtp_1, 510 x sky130_fd_sc_hd__mux2_2, 64 x sky130_fd_sc_hd__clkdlybuf4s50_1</metric>
    <metric name="area_growth_syn_to_layout" unit="%">20.57</metric>
    <metric name="largest_reg_flops" unit="">512</metric>
    <metric name="post_route_cells_drive_above_1_share" unit="">0.5560</metric>
    <metric name="mostFrequentLayoutCell" unit="">sky130_fd_sc_hd__dfrtp_1</metric>
    <metric name="fin_cells" unit="">1860</metric>
    <metric name="top_reg_by_flops" unit="">buffer</metric>
    <metric name="fill_cells" unit="">2865</metric>
    <metric name="reg.largest.list" unit="">buffer (512)</metric>
  </group>
  <group name="timing">
    <metric name="fmax" unit="GHz">0.7710</metric>
    <metric name="finClkSkew" unit="ns">0.01528</metric>
    <metric name="layout_worst_path_cycle_share" unit="">1.297</metric>
    <metric name="timing.final.ws_setup" unit="ns">-0.2970</metric>
    <metric name="timing.max_slew.rel_slack" unit="">0.5618</metric>
    <metric name="final-setup-viol-count" unit="">64</metric>
    <metric name="timing_worst_slew_pin_value" unit="ns">0.6573</metric>
    <metric name="rsz0062_at_grt" unit="">yes</metric>
    <metric name="timing.final.hold_violations" unit="">0</metric>
    <metric name="layout_min_cycle_time" unit="ns">1.297</metric>
    <metric name="drv_slew" unit="">0</metric>
  </group>
  <group name="drt">
    <metric name="drt-wirelength-per-cell" unit="microns">15.34</metric>
    <metric name="drt_wl_total" unit="mm">28.53</metric>
    <metric name="antenna_cells" unit="">0</metric>
    <metric name="vias_after_detailed_routing" unit="">9171</metric>
    <metric name="detail_route.iter0.violations" unit="">199</metric>
    <metric name="vias_per_cell" unit="">4.931</metric>
    <metric name="first_pass_iters" unit="">4</metric>
    <metric name="drt_drc_violations_left" unit="">0</metric>
    <metric name="postRouteAntennaNets" unit="">0</metric>
  </group>
  <group name="flow_run">
    <metric name="warning_count" unit="">28</metric>
    <metric name="max_cap_violations" unit="">0</metric>
  </group>
  <group name="power_and_ir_drop">
    <metric name="power_per_cell_area" unit="nW/um^2">2470</metric>
    <metric name="static-leakage-power" unit="nW">10.17</metric>
    <metric name="power.total" unit="mW">57.25</metric>
    <metric name="irDropWorstVdd" unit="V">0.001579</metric>
  </group>
  <group name="clock_tree">
    <metric name="cts_inserted_buffers" unit="">52</metric>
    <metric name="worstSkewPairLatency" unit="ns">0.58</metric>
    <metric name="cts-root-buf" unit="">sky130_fd_sc_hd__clkbuf_16</metric>
    <metric name="longest_clk_path_bufs" unit="">3</metric>
    <metric name="clk_pin_slew" unit="ns">0.06</metric>
    <metric name="htreeDepth" unit="">2</metric>
    <metric name="numClockSinks" unit="">512</metric>
    <metric name="cts_tree" unit="">done</metric>
  </group>
  <group name="worst_setup_path">
    <metric name="setup.worst_path.class" unit="">reg -&gt; out</metric>
    <metric name="critical_path.startpoint_type" unit="">register</metric>
    <metric name="cpLargestDelayFamily" unit="">flip-flops</metric>
    <metric name="cp_slowest_cell" unit="">sky130_fd_sc_hd__dfrtp_1</metric>
    <metric name="cp.required" unit="ns">0.80</metric>
    <metric name="critPathCaptureType" unit="">primary output</metric>
    <metric name="crit_arrival" unit="ns">1.10</metric>
    <metric name="critical_path_buf_inv_count" unit="">1</metric>
    <metric name="crit_path_cell_trace" unit="">buf_2</metric>
    <metric name="critPathMaxFanout" unit="">2</metric>
    <metric name="timing.critical_path.slowest_cell_delay" unit="ns">0.39</metric>
  </group>
  <group name="synthesis">
    <metric name="postSynthAreaPerCell" unit="sq um">17.78</metric>
    <metric name="synth_flop_count" unit="">512</metric>
    <metric name="number_of_cells_in_yosys_stat" unit="">1081</metric>
    <metric name="synth.lib_cells_used.distinct" unit="">5</metric>
    <metric name="synthesis.area" unit="sq um">19220</metric>
    <metric name="synth_chip_area" unit="sq um">19220</metric>
    <metric name="syn_inst" unit="">1081</metric>
    <metric name="yosys.stat.seqShare" unit="">0.6666</metric>
    <metric name="synth_warnings" unit="">2</metric>
  </group>
  <group name="floorplanning">
    <metric name="core_util_floorplan" unit="">0.5091</metric>
    <metric name="std_cell_rows" unit="">71</metric>
    <metric name="chip_area" unit="sq um">39230</metric>
    <metric name="coreArea" unit="sq um">37760</metric>
    <metric name="die_h" unit="microns">198.1</metric>
    <metric name="count_of_pins_on_the_block_boundary" unit="">131</metric>
    <metric name="floorplan.die.width" unit="microns">198.1</metric>
  </group>
  <group name="global_routing">
    <metric name="first_pass_grt_wire_length" unit="mm">48.79</metric>
    <metric name="antenna_found_initial" unit="">1</metric>
    <metric name="grtUsageTotal" unit="">0.1639</metric>
    <metric name="grt_max_degree" unit="">84</metric>
    <metric name="first_global_vias" unit="">9441</metric>
    <metric name="global_route.overflow_total" unit="">0</metric>
  </group>
  <group name="placement">
    <metric name="place_congestion" unit="">0.7190</metric>
    <metric name="hpwlAfterDp" unit="mm">17.47</metric>
    <metric name="place.port_buffers" unit="">130</metric>
    <metric name="dp.cells" unit="">1725</metric>
  </group>
  <group name="hold_path">
    <metric name="hold_path_class" unit="">in -&gt; async</metric>
  </group>
</metrics>
[final timing paths]
| check | start | to | slack, ns | cells past startpoint |
|---|---|---|---|---|
| setup reg to reg | buffer[7][46]$_DFFE_PN0P_ | buffer[7][46]$_DFFE_PN0P_ | 0 | 3 |
| setup / recovery | buffer[7][49]$_DFFE_PN0P_ | q[49] | -0.30 | 1 |
| hold / removal | rst_n | buffer[0][29]$_DFFE_PN0P_ | 0.03 | 6 |
| max in group asynchronous | rst_n | buffer[0][38]$_DFFE_PN0P_ | 0.05 | 7 |
| min in group clk0 | en | buffer[0][19]$_DFFE_PN0P_ | 0.08 | 3 |
| hold reg to reg | buffer[3][5]$_DFFE_PN0P_ | buffer[4][5]$_DFFE_PN0P_ | 0.49 | 1 |
[cell families (layout without fill, tap and decap cells)]
group,count (synthesis),count (layout),synth area share
flip-flops,512,512,0.6666
buffers and inverters,57,325,0.03346
multiplexers,512,512,0.3000
[what timing repair did]
item,4_1_cts,5_1_grt
setup buffers,19,9
gates cloned,0,1
hold endpoints to repair,512,0
gates resized,208,7
hold buffers,3,0
endpoints found under the setup margin,64,304
[metrics by stage]
stage / cell area, sq um / util / setup TNS, ns / setup WS (ns) / hold WS [ns]
3_5_place_dp: 21320 / 0.5646 / -75.24 / -0.1786 / 0.06347
4_1_cts: 23090 / 0.6115 / -56.09 / -0.3603 / 0.005763
3_3_place_gp: 21320 / 0.5646 / -72.91 / -0.1669 / 0.05890
5_1_grt: 23170 / 0.6138 / -21.13 / -0.3666 / 0.02104
6_report: 23170 / 0.6138 / -17.10 / -0.2970 / 0.03179
2_1_floorplan: 19360 / - / -14.90 / -0.03621 / -0.09559
[cell type report]
class | count | area [sq um] | share of cell area
Multi-Input combinational cell | 512 | 5773 | 0.2491
Tap cell | 511 | 639.4 | 0.02759
Sequential cell | 512 | 12810 | 0.5529
Clock buffer | 77 | 1516 | 0.06544
Timing Repair Buffer | 230 | 2186 | 0.09432
Clock inverter | 18 | 247.7 | 0.01069
[synth_stat cells]
cell	number	area, sq um
sky130_fd_sc_hd__dfrtp_1	512	12810
sky130_fd_sc_hd__clkbuf_8	8	110.1
sky130_fd_sc_hd__mux2_2	512	5766
sky130_fd_sc_hd__buf_2	3	15.01
sky130_fd_sc_hd__buf_6	46	518.0
[report_power, final]
part / total, mW / switching, mW / internal, mW
clock: 19.7 / 7.69 / 12.0
sequential: 28.9 / 2.61 / 26.3
combinational: 8.67 / 2.49 / 6.18
total: 57.2 / 12.8 / 44.5
[routing by layer]
metal  up-vias  GRT usage  routed length [microns]
met5         -          0                       12
met3        63    0.03906                     1434
met2       116     0.2314                    12780
li1       4312          -                        -
met4         2    0.03359                      668
met1      4678     0.2795                    13640
Power and IR drop assume default switching activity.
